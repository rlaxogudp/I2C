File: /design/flow/design.v
`timescale 1ns / 1ps
module I2C_Master (
    input logic clk,
    input logic reset,
    input logic i2c_en,
    input logic i2c_start,
    input logic i2c_stop,
    input logic i2c_ack,
    input logic [7:0] tx_data,
    output logic tx_done,
    output logic tx_ready,
    output logic [7:0] rx_data,
    output logic rx_done,
    output logic scl,
    inout logic sda
);
    typedef enum {
        IDLE,
        START1,
        START2,
        DATA1,
        DATA2,
        DATA3,
        DATA4,
        ACK1_W,
        ACK2_W,
        ACK3_W,
        ACK4_W,
        HOLD,
        STOP1,
        STOP2,
        READ1,
        READ2,
        READ3,
        READ4,
        ACK1_R,
        ACK2_R,
        ACK3_R,
        ACK4_R
    } state_t;
    state_t state, state_next;
    logic sda_en, sda_out;
    logic [8:0] clk_cnt_reg, clk_cnt_next;
    logic [2:0] bit_cnt_reg, bit_cnt_next;
    logic [7:0] tx_data_reg, tx_data_next;
    logic [7:0] rx_data_reg, rx_data_next;
    logic ack_signal_reg, ack_signal_next;
    assign sda = sda_en ? sda_out : 1'bz;
    assign rx_data = rx_data_reg;
    always_ff @(posedge clk, posedge reset) begin
        if (reset) begin
            state          <= IDLE;
            clk_cnt_reg    <= 0;
            bit_cnt_reg    <= 0;
            tx_data_reg    <= 0;
            rx_data_reg    <= 0;
            ack_signal_reg <= 0;
        end else begin
            state          <= state_next;
            clk_cnt_reg    <= clk_cnt_next;
            bit_cnt_reg    <= bit_cnt_next;
            tx_data_reg    <= tx_data_next;
            rx_data_reg    <= rx_data_next;
            ack_signal_reg <= ack_signal_next;
        end
    end
    always_comb begin
        state_next      = state;
        clk_cnt_next    = clk_cnt_reg;
        bit_cnt_next    = bit_cnt_reg;
        tx_data_next    = tx_data_reg;
        rx_data_next    = rx_data_reg;
        sda_en          = 1'b1;
        sda_out         = 1'b1;
        scl             = 1'b1;
        tx_done         = 0;
        tx_ready        = 0;
        rx_done         = 0;
        ack_signal_next = ack_signal_reg;
        case (state)
            IDLE: begin
                sda_en   = 1'b1;
                sda_out  = 1'b1;
                scl      = 1'b1;
                tx_ready = 1'b1;
                if (i2c_en) begin
                    tx_data_next = tx_data;
                    state_next   = START1;
                end
            end
            START1: begin
                sda_en   = 1'b1;
                sda_out  = 0;
                scl      = 1'b1;
                tx_ready = 0;
                if (clk_cnt_reg == 499) begin
                    clk_cnt_next = 0;
                    state_next   = START2;
                end else begin
                    clk_cnt_next = clk_cnt_reg + 1;
                end
            end
            START2: begin
                sda_en  = 1'b1;
                sda_out = 0;
                scl     = 0;
                tx_done = 0;
                if (clk_cnt_reg == 499) begin
                    clk_cnt_next = 0;
                    state_next   = HOLD;
                end else begin
                    clk_cnt_next = clk_cnt_reg + 1;
                end
            end
            HOLD: begin
                sda_en   = 1'b1;
                sda_out  = 0;
                scl      = 0;
                tx_done  = 0;
                tx_ready = 1'b1;
                case ({
                    i2c_start, i2c_stop
                })
                    2'b00: begin
                        tx_data_next = tx_data;
                        state_next   = DATA1;
                    end
                    2'b01: begin
                        state_next = STOP1;
                    end
                    2'b10: begin
                        state_next = START1;
                    end
                    2'b11: begin
                        state_next = READ1;
                    end
                    default: state_next = IDLE;
                endcase
            end
            DATA1: begin
                sda_en  = 1'b1;
                sda_out = tx_data_reg[7];
                scl     = 0;
                if (clk_cnt_reg == 249) begin
                    clk_cnt_next = 0;
                    state_next   = DATA2;
                end else begin
                    clk_cnt_next = clk_cnt_reg + 1;
                end
            end
            DATA2: begin
                sda_en  = 1'b1;
                sda_out = tx_data_reg[7];
                scl     = 1'b1;
                if (clk_cnt_reg == 249) begin
                    clk_cnt_next = 0;
                    state_next   = DATA3;
                end else begin
                    clk_cnt_next = clk_cnt_reg + 1;
                end
            end
            DATA3: begin
                sda_en  = 1'b1;
                sda_out = tx_data_reg[7];
                scl     = 1'b1;
                if (clk_cnt_reg == 249) begin
                    clk_cnt_next = 0;
                    state_next   = DATA4;
                end else begin
                    clk_cnt_next = clk_cnt_reg + 1;
                end
            end
            DATA4: begin
                sda_en  = 1'b1;
                sda_out = tx_data_reg[7];
                scl     = 0;
                if (clk_cnt_reg == 249) begin
                    clk_cnt_next = 0;
                    if (bit_cnt_reg == 7) begin
                        bit_cnt_next = 0;
                        state_next   = ACK1_W;
                    end else begin
                        bit_cnt_next = bit_cnt_reg + 1;
                        tx_data_next = {tx_data_reg[6:0], 1'b0};
                        state_next   = DATA1;
                    end
                end else begin
                    clk_cnt_next = clk_cnt_reg + 1;
                end
            end
            ACK1_W: begin
                sda_en = 0;
                scl    = 0;
                if (clk_cnt_reg == 249) begin
                    clk_cnt_next = 0;
                    state_next   = ACK2_W;
                end else begin
                    clk_cnt_next = clk_cnt_reg + 1;
                end
            end
            ACK2_W: begin
                sda_en = 0;
                scl    = 1;
                if (clk_cnt_reg == 249) begin
                    clk_cnt_next = 0;
                    state_next   = ACK3_W;
                end else begin
                    clk_cnt_next = clk_cnt_reg + 1;
                end
            end
            ACK3_W: begin
                sda_en          = 0;
                scl             = 1;
                ack_signal_next = sda;
                if (clk_cnt_reg == 249) begin
                    clk_cnt_next = 0;
                    state_next   = ACK4_W;
                end else begin
                    clk_cnt_next = clk_cnt_reg + 1;
                end
            end
            ACK4_W: begin
                sda_en = 0;
                scl    = 0;
                if (clk_cnt_reg == 249) begin
                    clk_cnt_next = 0;
                    tx_done      = 1'b1;
                    if (ack_signal_reg == 1'b0) begin
                        state_next = HOLD;
                    end else begin
                        state_next = STOP1;
                    end
                end else begin
                    clk_cnt_next = clk_cnt_reg + 1;
                end
            end
            STOP1: begin
                sda_en  = 1'b1;
                sda_out = 0;
                scl     = 1'b1;
                if (clk_cnt_reg == 499) begin
                    clk_cnt_next = 0;
                    state_next   = STOP2;
                end else begin
                    clk_cnt_next = clk_cnt_reg + 1;
                end
            end
            STOP2: begin
                sda_en  = 1'b1;
                sda_out = 1'b1;
                scl     = 1'b1;
                if (clk_cnt_reg == 499) begin
                    clk_cnt_next = 0;
                    state_next   = IDLE;
                end else begin
                    clk_cnt_next = clk_cnt_reg + 1;
                end
            end
            READ1: begin
                sda_en = 0;
                scl    = 0;
                if (clk_cnt_reg == 249) begin
                    clk_cnt_next = 0;
                    state_next   = READ2;
                end else begin
                    clk_cnt_next = clk_cnt_reg + 1;
                end
            end
            READ2: begin
                sda_en = 0;
                scl    = 1;
                if (clk_cnt_reg == 249) begin
                    clk_cnt_next = 0;
                    state_next   = READ3;
                end else begin
                    clk_cnt_next = clk_cnt_reg + 1;
                end
            end
            READ3: begin
                sda_en       = 0;
                scl          = 1;
                rx_data_next = {rx_data_reg[6:0], sda};
                if (clk_cnt_reg == 249) begin
                    clk_cnt_next = 0;
                    state_next   = READ4;
                end else begin
                    clk_cnt_next = clk_cnt_reg + 1;
                end
            end
            READ4: begin
                sda_en = 0;
                scl    = 0;
                if (clk_cnt_reg == 249) begin
                    clk_cnt_next = 0;
                    if (bit_cnt_reg == 7) begin
                        bit_cnt_next = 0;
                        rx_done      = 1;
                        state_next   = ACK1_R;
                    end else begin
                        bit_cnt_next = bit_cnt_reg + 1;
                        state_next   = READ1;
                    end
                end else begin
                    clk_cnt_next = clk_cnt_reg + 1;
                end
            end
            ACK1_R: begin
                sda_en  = 1;
                sda_out = i2c_ack ? 0 : 1;
                scl     = 0;
                if (clk_cnt_reg == 249) begin
                    clk_cnt_next = 0;
                    state_next   = ACK2_R;
                end else begin
                    clk_cnt_next = clk_cnt_reg + 1;
                end
            end
            ACK2_R: begin
                sda_en  = 1;
                sda_out = i2c_ack ? 0 : 1;
                scl     = 1;
                if (clk_cnt_reg == 249) begin
                    clk_cnt_next = 0;
                    state_next   = ACK3_R;
                end else begin
                    clk_cnt_next = clk_cnt_reg + 1;
                end
            end
            ACK3_R: begin
                sda_en  = 1;
                sda_out = i2c_ack ? 0 : 1;
                scl     = 1;
                if (clk_cnt_reg == 249) begin
                    clk_cnt_next = 0;
                    state_next   = ACK4_R;
                end else begin
                    clk_cnt_next = clk_cnt_reg + 1;
                end
            end
            ACK4_R: begin
                sda_en  = 1;
                sda_out = i2c_ack ? 0 : 1;
                scl     = 0;
                if (clk_cnt_reg == 249) begin
                    clk_cnt_next = 0;
                    state_next   = HOLD;
                end else begin
                    clk_cnt_next = clk_cnt_reg + 1;
                end
            end
        endcase
    end
endmodule
File: /design/flow/run.sh
#!/bin/bash
# OpenROAD 26Q1-2900-gdf79404cd8, Yosys 0.63+post, stock flow scripts
make -C /OpenROAD-flow-scripts/flow DESIGN_CONFIG=/design/flow/config.mk WORK_HOME=/design/flow/orfs finish
File: /design/flow/config.mk
export PLATFORM = sky130hd
export DESIGN_NAME = I2C_Master
export DESIGN_NICKNAME = I2C_Master
export VERILOG_FILES = /design/flow/design.v
export SDC_FILE = /design/flow/constraint.sdc
export NUM_CORES = 4
export LEC_CHECK = 1
export CORE_UTILIZATION = 40
File: /design/flow/constraint.sdc
current_design I2C_Master

set clk_period 5.4
set clk_io_pct 0.2

create_clock -name clk0 -period $clk_period [get_ports {clk}]

set non_clock_inputs [all_inputs -no_clocks]
set_input_delay [expr $clk_period * $clk_io_pct] -clock clk0 $non_clock_inputs
set_output_delay [expr $clk_period * $clk_io_pct] -clock clk0 [all_outputs]
==> summary.txt <==
fresh numbers from the pnr run: Switching Fraction=0.214, Chip Area, Yosys=2420 µm², H-tree depth=2, DRT iter0 DRCs=131, max-cap viol count=0, yosys warns=2, total gr overflow=0, dpl cell area=2740 µm², power share of the clock group=0.371, initial antenna violation count=0, Hold Path Depth=2, final setup margin=1.97 ns, largest net degree at the start of global routing=52, Final ANT Viol Nets=0, hpwl dp=3.18 mm, Pwr Density=229 nW/µm², Top cell area share=0.517, CTS buffer count=5, Syn Inst Count=240, GRT Util Overall=0.175, RSZ-0062 raised after global routing=false, Pre-Place Util=0.426, TNS Setup=0 ns, die width=roughly 80 µm, R2R Setup Slk=approximately 2.6 ns, Top cells excl fill/tap=nand2_1, dfrtp_1, clkdlybuf4s50_1, highest metal used=met4, Post-synth EDFFs=0, drc violations=0, clk slew on worst S/H paths=0.09 ns, outcome=finished clean, clk sink count=approximately 51, Post-Syn Area per Cell=10.1 µm², final setup fails=0, Root Buffer=clkbuf_8, Hold WC Path Type=reg -> reg, Max Fclk=291 MHz, Yosys reg bits=51, synthesized area=2420 µm², Die Size=6360 µm², Unique masters post-synth=41, # resized after CTS=0, Bufs on Longest Clock Path=2, Tool Warnings=26, Max IR drop VDD=143 µV, wl on met1=roughly 2.4 mm, WP data arrival=2.35 ns, reg2reg end=clk_cnt_reg[5], clk ins delay skew pair=0.30 ns, FP Rows=27, RD Place Congestion=0.820, Layout area overhead=17.6%, Reg power frac=0.592, IO Pins=27, Post-Route Utilization=0.501, fin area=2850 µm², wire length on met2=1.99 mm, Post-synth area hogs=dfrtp_1, nand2_1, mux2_2, Max-slew headroom=0.484, Pint=513 µW, Routed WL=about 4.6 mm, vias in the first global route=between 1.5k and 2k, Final Slew Violations=0, most numerous logic cell after layout=nand2_1, Die H=79.8 µm, post-DR vias/cell=5.34, Fin. Hold Viols=0, routed wl met3=between 150 and 200 µm, Critical Path RT=around 4.3 ns, DR vias=1,806, async set or reset register ratio after synthesis=1.00, startpoint types=flop, n_diodes=0, min Tclk post-route=3.43 ns, Port Buffer Count=25, first-pass GRT wire length=8.47 mm, critical path class=reg -> out, CP max FO=15, R2R depth=5, postcts setup bufs=0, Tcrit/Tclk final=0.636, Core Area=5680 µm², skew final=0.00645 ns, Routed wire per std cell=13.7 µm, Pleak=1.33 nW, layout cells sized above 1=0.117, biggest area consumer among synthesized cells=dfrtp_1, Worst-Margin Slew=0.768 ns, P_sw=139 µW, Post-synth top flop=dfrtp_1, Fill cells=516, CTS tree=built, Seq/Total Area, Yosys=0.528, Post-Place Worst Slack=2.24 ns, critical path endpoint category=output pin, combinational share of power=0.037, # hold bufs at CTS=0, drt pass-1 iters=4, # Cells Yosys=240
-- Yosys cell counts, types with 5 or more instances --
| master | instances |
|---|---|
| a21oi_1 | 14 |
| nor2_1 | 16 |
| inv_1 | 10 |
| a31oi_1 | 8 |
| o21ai_0 | 5 |
| clkbuf_1 | 8 |
| dfrtp_1 | 50 |
| nand2_1 | 51 |
| mux2i_1 | 9 |
| or4_1 | 6 |
| mux2_2 | 12 |
-- worst max path at each step --
| stage | depth (start not counted) | to | start |
|---|---|---|---|
| after CTS | 3 | scl | flop |
| final | 3 | scl | flop |
| after global routing | 3 | scl | flop |
-- logic make-up (layout without fill, tap and decap cells) --
logic type               count (synthesis)  count (layout)  synth area share
adder cells (fa/ha/maj)                  4               4            0.0207
flip-flops                              51              51             0.528
buffers and inverters                   20              46            0.0321
AND-OR/OR-AND                           42              42             0.113
multiplexers                            21              21            0.0931
AND/OR/NAND/NOR                        102             102             0.213
-- through the flow --
step                      cells  power, mW  hold WS (ns)
final                       338      0.653         0.494
after global routing        338      0.681         0.540
after CTS                   338      0.662         0.497
after detailed placement    330      0.419         0.475
after global placement      330      0.419         0.472
after floorplan             240      0.405         0.453
-- worst max-delay path, cell delays in order, from the launching register on --
cell	delay [ns]
dfrtp_1	0.63
or4_1	0.60
nor4_1	0.28
clkdlybuf4s50_1	0.54
-- layout make-up --
type	count	area (µm²)	share of cell area
flip-flops and latches	51	1280	0.449
multi-input cells	169	1060	0.374
repair buffers	28	273	0.0959
clock buffers	7	96.3	0.0339
well taps	72	90.1	0.0317
inverters	10	37.5	0.0132
clock inverters	1	7.51	0.00264
-- power by group through the flow --
| stage | clock network, mW | logic [mW] | registers [mW] |
|---|---|---|---|
| finish | 0.242 | 0.0241 | 0.387 |
| CTS | 0.250 | 0.0251 | 0.387 |
| global route | 0.265 | 0.0281 | 0.387 |
-- routing by layer --
layer,up-vias,track usage
met5,-,0
met4,0,0.0286
met2,33,0.250
li1,907,-
met3,9,0.0267
met1,857,0.295
No activity file was given, so power comes from the tool's default toggle rates.
